===== flow/config.mk =====
export PLATFORM = sky130hd
export DESIGN_NAME = booth_multiplier
export DESIGN_NICKNAME = booth_multiplier
export VERILOG_FILES = /design/flow/design.v
export SDC_FILE = /design/flow/constraint.sdc
export NUM_CORES = 4
export LEC_CHECK = 1
export CORE_AREA = 10 10 102 102
export DIE_AREA = 0 0 112 112

===== flow/constraint.sdc =====
current_design booth_multiplier

set clk_period 2.9
set clk_io_pct 0.2

create_clock -name clk0 -period $clk_period [get_ports {clk}]

set non_clock_inputs [all_inputs -no_clocks]
set_input_delay [expr $clk_period * $clk_io_pct] -clock clk0 $non_clock_inputs
set_output_delay [expr $clk_period * $clk_io_pct] -clock clk0 [all_outputs]

===== flow/design.v =====
`timescale 1ns/1ns
module counter_3_bit(clk, clrc, count_up, seen4);
	input wire clk, clrc, count_up;
	output wire seen4;
	reg[2:0] counter;
	always @(posedge clk) begin
		if (clrc)
			counter <= 3'b0;
		else if (count_up)
			counter <= counter + 1;
		else
			counter <= counter;
	end
	assign seen4 = (counter == 3'b100 ? 1'b1 : 1'b0);
endmodule
`timescale 1ns/1ns
module shift_register_4_bit(clk, x_in, s_in, ldx, shrx, x_out, s_out, x_zero);
	input wire[3:0] x_in;
	input wire clk, s_in, ldx, shrx;
	output reg[3:0] x_out;
	output reg s_out;
	output wire x_zero;
	always @(posedge clk) begin
		if (ldx)
			x_out = x_in;
		else if (shrx)
			{x_out, s_out} = {s_in, x_out};
		else
			x_out = x_out;
	end
	assign x_zero = x_out[0];
endmodule 
`timescale 1ns/1ns
module adder(p, y, result);
	input wire[5:0] p, y;
	output wire[5:0] result;
	assign result = p + y;
endmodule 
`timescale 1ns/1ns
module complementor(y, result);
	input wire[5:0] y;
	output wire[5:0] result;
	assign result = -y;
endmodule
`timescale 1ns/1ns
module register_6_bit(clk, y_in, ldy, y_out);
	input clk, ldy;
	input wire[5:0] y_in;
	output reg[5:0] y_out;
	always @(posedge clk) begin
		if (ldy)
			y_out <= y_in;
		else
			y_out <= y_out;
	end
endmodule
`timescale 1ns/1ns
module shift_register_6_bit(clk, p_in, s_in, clrp, ldp, shrp, p_out, s_out);
	input wire[5:0] p_in;
	input wire clk, s_in, clrp, ldp, shrp;
	output reg[5:0] p_out;
	output reg s_out;
	always @(posedge clk) begin
		if (clrp)
			p_out <= 6'b0;
		else if (ldp)
			p_out <= p_in;
		else if (shrp)
			{p_out, s_out} <= {s_in, p_out};
		else
			p_out <= p_out;
	end
endmodule 
`timescale 1ns/1ns
module controller(clk, x_zero, x_neg_one, seen4, start,
				ldy, addbar_sub, shrp, ldp, clrp, shrx, ldx, clrx_neg_one, ldx_neg_one, clrc, count_up, done);
	input wire clk, x_zero, x_neg_one, seen4, start;
	output reg ldy, addbar_sub, shrp, ldp, clrp, shrx, ldx, clrx_neg_one, ldx_neg_one, clrc, count_up, done;
	reg[3:0] ps, ns;
	parameter[3:0] IDLE = 0, INIT = 1, W8_TO_LOAD_X = 2, ADD = 3, COMP = 4, SHIFT = 5;
	always @(ps, start, x_zero, x_neg_one, seen4) begin
		ns = IDLE;
		case (ps)
			IDLE: ns = (start == 1'b1) ? INIT : IDLE;
			INIT: ns = (start == 1'b0) ? W8_TO_LOAD_X : INIT;
			W8_TO_LOAD_X: begin
				ns = (x_zero == 1'b0 && x_neg_one == 1'b1) ? ADD : 
					(x_zero == 1'b1 && x_neg_one == 1'b0) ? COMP :
					SHIFT;
				end
			ADD: ns = SHIFT;
			COMP: ns = SHIFT;
			SHIFT: ns = (seen4 == 1'b1) ? IDLE : W8_TO_LOAD_X;
		endcase
	end
	always @(ps) begin
		{ldy, addbar_sub, shrp, ldp, clrp, shrx, ldx, clrx_neg_one, ldx_neg_one, clrc, count_up, done} = 12'b000000000000;
		case (ps)
			IDLE: done = 1'b1;
			INIT: {ldx, clrp, clrx_neg_one, ldy, clrc} = 5'b11111;
			W8_TO_LOAD_X: count_up = 1'b1;
			ADD: ldp = 1'b1;
			COMP: {ldp, addbar_sub} = 2'b11;
			SHIFT: {shrp, shrx, ldx_neg_one} = 3'b1111;
		endcase
	end
	always @(posedge clk) begin
		ps = ns;
	end
endmodule
`timescale 1ns/1ns
module datapath(clk, ldy, y_in, p_in, x_in, addbar_sub, shrp, ldp, clrp, shrx, ldx, clrx_neg_one, ldx_neg_one, clrc, count_up,
				result, x_zero, x_neg_one, seen4);
	input wire clk, ldy, addbar_sub, shrp, ldp, clrp, shrx, ldx, clrx_neg_one, ldx_neg_one, clrc, count_up;
	input wire[3:0] x_in;
	input wire[5:0] p_in, y_in;
	output wire x_zero, x_neg_one, seen4;
	output wire[9:0] result;
	wire[3:0] x_out;
	wire[5:0] y_out, p_out;
	register_6_bit Y_REGISTER(.clk(clk), .y_in(y_in), .ldy(ldy), .y_out(y_out));
	wire[5:0] y_2s_comp;
	complementor Y_COMPLEMENTOR(.y(y_out), .result(y_2s_comp));
	wire[5:0] y_or_y_comp;
	multiplexer_2to1 Y_OR_Y_COMPLEMENT_SELECTOR(.y(y_out), .y_bar(y_2s_comp), .addbar_sub(addbar_sub), .result(y_or_y_comp));
	wire[5:0] p_plus_y;
	adder P_Y_ADDER(.p(p_out), .y(y_or_y_comp), .result(p_plus_y));
	wire p_s_out;
	shift_register_6_bit P_SHIFT_REGISTER(.clk(clk), .p_in(p_plus_y), .s_in(p_out[5]), .clrp(clrp), .ldp(ldp), .shrp(shrp), .p_out(p_out), .s_out(p_s_out));
	wire x_s_out;
	shift_register_4_bit X_SHIFT_REGISTER(.clk(clk), .x_in(x_in), .s_in(p_out[0]), .ldx(ldx), .shrx(shrx), .x_out(x_out), .s_out(x_s_out), .x_zero(x_zero));
	flip_flop X_NEG_ONE_FLIPFLOP(.clk(clk), .x_neg_one_in(x_out[0]), .clrx_neg_one(clrx_neg_one), .ldx_neg_one(ldx_neg_one), .x_neg_one_out(x_neg_one));
	assign result = {p_out, x_out};
	counter_3_bit SHIFT_COUNTER(.clk(clk), .clrc(clrc), .count_up(count_up), .seen4(seen4));
endmodule
`timescale 1ns/1ns
module flip_flop(clk, x_neg_one_in, clrx_neg_one, ldx_neg_one, x_neg_one_out);
	input wire clk, x_neg_one_in, clrx_neg_one, ldx_neg_one;
	output reg x_neg_one_out;
	always @(posedge clk) begin
		if (clrx_neg_one)
			x_neg_one_out <= 1'b0;
		else if (ldx_neg_one)
			x_neg_one_out <= x_neg_one_in;
		else
			x_neg_one_out <= x_neg_one_out;
	end
endmodule
`timescale 1ns/1ns
module multiplexer_2to1(y, y_bar, addbar_sub, result);
	input wire[5:0] y, y_bar;
	input wire addbar_sub;
	output wire[5:0] result;
	assign result = (addbar_sub == 0) ? y : y_bar;
endmodule
`timescale 1ns/1ns
module booth_multiplier(clk, start, x_in, y_in,
						done, result);
	input wire clk, start;
	input wire[3:0] x_in;
	input wire[5:0] y_in;
	output wire done;
	output wire[9:0] result;
	wire ldy, addbar_sub, shrp, ldp, clrp, shrx, ldx, clrx_neg_one, ldx_neg_one, clrc, count_up;
	wire x_zero, x_neg_one, seen4;
	wire[5:0] p_in;
	datapath DP(.clk(clk), .ldy(ldy), .y_in(y_in), .p_in(p_in), .x_in(x_in), .addbar_sub(addbar_sub), .shrp(shrp), .ldp(ldp), .clrp(clrp), .shrx(shrx), .ldx(ldx), .clrx_neg_one(clrx_neg_one), .ldx_neg_one(ldx_neg_one), .clrc(clrc), .count_up(count_up),
				.result(result), .x_zero(x_zero), .x_neg_one(x_neg_one), .seen4(seen4));
	controller CU(.clk(clk), .x_zero(x_zero), .x_neg_one(x_neg_one), .seen4(seen4), .start(start),
				.ldy(ldy), .addbar_sub(addbar_sub), .shrp(shrp), .ldp(ldp), .clrp(clrp), .shrx(shrx), .ldx(ldx), .clrx_neg_one(clrx_neg_one), .ldx_neg_one(ldx_neg_one), .clrc(clrc), .count_up(count_up), .done(done));
endmodule

===== flow/run.sh =====
#!/bin/bash
# OpenROAD 26Q1-2900-gdf79404cd8, Yosys 0.63+post, stock flow scripts
make -C /OpenROAD-flow-scripts/flow DESIGN_CONFIG=/design/flow/config.mk WORK_HOME=/design/flow/orfs finish

==> results.toml <==
# flow metrics
[yosys]
ys_seq_share_pct = 42.5
yosysUniqueCellTypes = 37
yosysTopAreaCell = "edfxtp_1"
top_area_share_pct = 22.8
ys.flop_type = "dfxtp_1"
ys_ff = 23
ys_area_um2 = 1320
postSynth.asyncResetShare_pct = 0
synth_cells = 134
synthTopCellsByArea = "edfxtp_1, dfxtp_1, ha_1"
netlist_area_um2 = 1320
synth.avg_cell_area_um2 = 9.83
ys_cells = 134
synth-edff-count = 10
yosys_warnings = 7

[place]
port_buffers = 22
hpwl_um = 2380
placed_cell_area_um2 = 1670
gp_congestion = 0.831
dpl_worst_slack_ns = 0.200

[sta]
fin_crit_sh_pct = 91.0
final-max-slew-violation-count = 0
maxSlewHeadroom_pct = 67.7
setup_viol = 0
max_slew.worst_pin.slew_ns = 0.483
tns_ns = 0
skew_ns = 0.00148
layout_setup_ws_ns = 0.260
period_minus_slack_ns = 2.64
finalHoldViolations = 0
max_freq_ghz = 0.379
grt_setup_unrepaired = "no"

[drt]
drc = 0
drt_iter0_drc = 64
n_antenna_cell = 0
num_vias = 1007
routed_wl_um = 2960
wire_per_inst_um = 11.3
drt_first_pass_iters = 4
antenna_left = 0
drt-vias-per-instance = 3.83

[floorplan]
rows = 33
die_w_um = 112
die_y_um = 112
ios = 23
chipArea_um2 = 12500
coreArea_um2 = 8220
fp_util_pct = 16.0

[pwr]
irDropWorstVdd_mv = 0.270
finalPower_mw = 1.71
p_leak_nw = 0.674
powerDensity_nw_per_um2 = 993

[cts]
cts_tree = "done"
cts_max_path_buffers = 2
cts_max_level = 1
postCtsSetupRepairBufs = 0
clock_sinks = 23
root_buffer = "clkbuf_8"
clk_pin_slew_ns = 0.08
clock_latency_ns = 0.26
cts_buffers = 3

[job]
openroad.warnings = 27
drv_cap = 0

[status]
status = "finished, final reports clean"

[worst_setup_path]
required_ns = 3.05
cp_cell_sequence = "or3b_1 > nor2_1 > xor2_1 > ha_1 > and3_1 > a2111oi_2 > xnor3_1 > mux2i_1 > a21oi_1"
cp.arrival_ns = 2.79
slowest_delay_ns = 0.49
endpoint_kind = "flop"
cp_max_fo = 7
path_class = "reg -> reg"
cp-start-kind = "flop"
slowest_stage = "or3b_1"

[global_route]
grt_pass1_vias = 973
grt_start_max_net_pins = 21
grt_pass1_wl_um = 4840
grt_util_all_layers_pct = 4.60
grt_antenna_before_repair = 0
grt_overflow_total = 0

[finish]
fillerInstances = 872
fin_area_um2 = 1720
drive_gt1_share_pct = 9.49
syn2layout_area_growth_pct = 30.8

[min_path]
min-delay-path-class = "reg -> reg"
[layout make-up]
cell class                 instances  area [µm²]  share of cell area (%)
multi-input combinational         92         679                    39.4
sequential                        23         561                    32.5
timing repair buffer              27         258                    15.0
tap                              105         131                    7.63
clock buffer                       3        41.3                    2.40
inverter                          12        45.0                    2.61
clock inverter                     1        7.51                   0.436
[kinds of logic after synthesis]
family          Yosys count  synth area share [%]
buf+inv                  19                  6.36
simple gates             36                  13.8
compound gates           34                  17.3
flops                    23                  42.5
xor+xnor                  6                  5.03
mux                       6                  4.94
fa+ha+maj                10                  10.1
[metrics by stage]
stage / hold slack, ns / utilization (%) / std cells
2_1_floorplan: 0.440 / - / 134
3_3_place_gp: 0.461 / 20.3 / 259
3_5_place_dp: 0.473 / 20.3 / 259
4_1_cts: 0.487 / 20.9 / 263
5_1_grt: 0.522 / 21.0 / 263
6_report: 0.489 / 21.0 / 263
[state kept, by name, indices dropped and copies added, names as in the netlist]
signal	cells
DP.SHIFT_COUNTER.counter	3
DP.P_SHIFT_REGISTER.p_out	6
CU.ps	3
DP.Y_REGISTER.y_out	6
DP.X_SHIFT_REGISTER.x_out	4
DP.X_NEG_ONE_FLIPFLOP.x_neg_one_out	1
[cell usage after synthesis, drive strengths merged (2+ instances only)]
cell type  number
a21o            3
a21oi           8
a222oi          2
a22o            2
a32oi           3
and3            2
buf             5
clkbuf          2
dfxtp          13
edfxtp         10
ha              9
inv            12
mux2            4
mux2i           2
nand2          10
nand2b          2
nor2           10
nor2b           4
nor3            2
nor3b           3
o21ai          10
xor2            4
[power breakdown]
group | internal, mW | leakage [nW] | switching [mW]
combinational | 0.467 | 0.449 | 0.438
sequential | 0.499 | 0.203 | 0.104
clock | 0.0972 | 0.0217 | 0.106
total | 1.06 | 0.674 | 0.648
[repair_timing]
action	CTS	global route
endpoints found under the hold margin	0	0
resized	0	2
hold buffers	0	0
setup endpoints to repair	0	1
[layer usage]
layer	global-route usage [%]	part of all wire (%)	up-vias	wire, µm
met2	7.46	49	25	1450
met5	0	0	-	0
met4	0.169	0	0	0
met1	5.83	43	456	1280
li1	-	-	526	-
met3	2.06	7.8	0	230
[path summary, 6_finish.rpt]
kind                                from                      endpoint  slack, ns  depth (start not counted)
min          DP.SHIFT_COUNTER.counter[0]   DP.SHIFT_COUNTER.counter[0]       0.49                          2
min reg2reg  DP.SHIFT_COUNTER.counter[0]   DP.SHIFT_COUNTER.counter[0]       0.49                          2
max reg2reg                     CU.ps[1]  DP.P_SHIFT_REGISTER.p_out[5]       0.26                          9
max                             CU.ps[1]  DP.P_SHIFT_REGISTER.p_out[5]       0.26                          9
[cells in the final DEF, fill, tap and decap left out, types with 2 or more instances in the layout]
cell	netlist	routed
a222oi_1	2	2
nor3b_1	3	3
o21ai_0	10	10
nand2_1	10	10
xor2_1	4	4
inv_1	12	12
nand2b_1	2	2
mux2_2	4	4
nor3_1	2	2
a22o_1	2	2
a21o_1	3	3
a32oi_1	3	3
dfxtp_1	13	13
buf_4	3	5
ha_1	9	9
mux2i_1	2	2
a21oi_1	7	7
edfxtp_1	10	10
and3_1	2	2
nor2b_1	4	4
nor2_1	10	10
clkbuf_8	0	3
clkdlybuf4s50_1	0	22
[worst max-delay path: cells and delay by family (launching register included)]
kind            cells  cell delay, ns
compound gates      2            0.41
xor+xnor            2            0.48
fa+ha+maj           1            0.29
flops               1            0.36
mux                 1            0.15
simple gates        3            0.84
No activity file was given, so power comes from the tool's default toggle rates.
